==> design/flow/design.v <==
`timescale 1ns / 1ps
module display (
    input clk,
    input en,
    input rstn,
    input [31:0] data,
    output reg CA,
    output reg CB,
    output reg CC,
    output reg CD,
    output reg CE,
    output reg CF,
    output reg CG,
    output DP,
    output reg [7:0] AN
);
  parameter CLK_FREQUENCY = 100_000_000;
  localparam MAX_COUNTER = CLK_FREQUENCY / 1000;   
  reg [31:0] counter;   
  reg        one_ms;   
  reg [ 7:0] counter_AN;   
  reg [ 5:0] number_display;   
  assign DP = 1'b1;
  always @(posedge clk or negedge rstn) begin
    if (!rstn) begin
      counter <= 32'b0;
      one_ms  <= 1'b0;
    end else if (counter < MAX_COUNTER - 1) begin
      counter <= counter + 1'b1;
      one_ms  <= 1'b0;
    end else begin
      counter <= 32'b0;
      one_ms  <= 1'b1;
    end
  end
  always @(posedge clk or negedge rstn) begin
    if (!rstn) begin
      counter_AN <= 8'b0;
    end else if (one_ms) begin
      if (counter_AN < 8'd15) counter_AN <= counter_AN + 1'b1;
      else counter_AN <= 8'b0;
    end
  end
  always @(posedge clk or negedge rstn) begin
    if (!rstn) begin
      AN <= 8'b11111111;
      number_display <= 5'd16;
    end else if (en) begin
      case (counter_AN)
        8'd0: begin
          AN <= 8'b01111111;
          number_display <= {1'b0, data[31:28]};
        end
        8'd1: begin
          AN <= 8'b11111111;
          number_display <= 5'd16;
        end
        8'd2: begin
          AN <= 8'b10111111;
          number_display <= {1'b0, data[27:24]};
        end
        8'd3: begin
          AN <= 8'b11111111;
          number_display <= 5'd16;
        end
        8'd4: begin
          AN <= 8'b11011111;
          number_display <= {1'b0, data[23:20]};
        end
        8'd5: begin
          AN <= 8'b11111111;
          number_display <= 5'd16;
        end
        8'd6: begin
          AN <= 8'b11101111;
          number_display <= {1'b0, data[19:16]};
        end
        8'd7: begin
          AN <= 8'b11111111;
          number_display <= 5'd16;
        end
        8'd8: begin
          AN <= 8'b11110111;
          number_display <= {1'b0, data[15:12]};
        end
        8'd9: begin
          AN <= 8'b11111111;
          number_display <= 5'd16;
        end
        8'd10: begin
          AN <= 8'b11111011;
          number_display <= {1'b0, data[11:8]};
        end
        8'd11: begin
          AN <= 8'b11111111;
          number_display <= 5'd16;
        end
        8'd12: begin
          AN <= 8'b11111101;
          number_display <= {1'b0, data[7:4]};
        end
        8'd13: begin
          AN <= 8'b11111111;
          number_display <= 5'd16;
        end
        8'd14: begin
          AN <= 8'b11111110;
          number_display <= {1'b0, data[3:0]};
        end
        8'd15: begin
          AN <= 8'b11111111;
          number_display <= 5'd16;
        end
      endcase
    end else begin
      AN <= 8'b11111111;
      number_display <= 5'd16;
    end
  end
  always @(posedge clk or negedge rstn) begin
    if (!rstn) begin
      CG <= 1'b1;
      CF <= 1'b1;
      CE <= 1'b1;
      CD <= 1'b1;
      CC <= 1'b1;
      CB <= 1'b1;
      CA <= 1'b1;
    end else
      case (number_display)
        5'd0: begin
          CG <= 1'b1;
          CF <= 1'b0;
          CE <= 1'b0;
          CD <= 1'b0;
          CC <= 1'b0;
          CB <= 1'b0;
          CA <= 1'b0;
        end
        5'd1: begin
          CG <= 1'b1;
          CF <= 1'b1;
          CE <= 1'b1;
          CD <= 1'b1;
          CC <= 1'b0;
          CB <= 1'b0;
          CA <= 1'b1;
        end
        5'd2: begin
          CG <= 1'b0;
          CF <= 1'b1;
          CE <= 1'b0;
          CD <= 1'b0;
          CC <= 1'b1;
          CB <= 1'b0;
          CA <= 1'b0;
        end
        5'd3: begin
          CG <= 1'b0;
          CF <= 1'b1;
          CE <= 1'b1;
          CD <= 1'b0;
          CC <= 1'b0;
          CB <= 1'b0;
          CA <= 1'b0;
        end
        5'd4: begin
          CG <= 1'b0;
          CF <= 1'b0;
          CE <= 1'b1;
          CD <= 1'b1;
          CC <= 1'b0;
          CB <= 1'b0;
          CA <= 1'b1;
        end
        5'd5: begin
          CG <= 1'b0;
          CF <= 1'b0;
          CE <= 1'b1;
          CD <= 1'b0;
          CC <= 1'b0;
          CB <= 1'b1;
          CA <= 1'b0;
        end
        5'd6: begin
          CG <= 1'b0;
          CF <= 1'b0;
          CE <= 1'b0;
          CD <= 1'b0;
          CC <= 1'b0;
          CB <= 1'b1;
          CA <= 1'b0;
        end
        5'd7: begin
          CG <= 1'b1;
          CF <= 1'b1;
          CE <= 1'b1;
          CD <= 1'b1;
          CC <= 1'b0;
          CB <= 1'b0;
          CA <= 1'b0;
        end
        5'd8: begin
          CG <= 1'b0;
          CF <= 1'b0;
          CE <= 1'b0;
          CD <= 1'b0;
          CC <= 1'b0;
          CB <= 1'b0;
          CA <= 1'b0;
        end
        5'd9: begin
          CG <= 1'b0;
          CF <= 1'b0;
          CE <= 1'b1;
          CD <= 1'b0;
          CC <= 1'b0;
          CB <= 1'b0;
          CA <= 1'b0;
        end
        5'd10: begin
          CG <= 1'b0;
          CF <= 1'b0;
          CE <= 1'b0;
          CD <= 1'b1;
          CC <= 1'b0;
          CB <= 1'b0;
          CA <= 1'b0;
        end
        5'd11: begin
          CG <= 1'b0;
          CF <= 1'b0;
          CE <= 1'b0;
          CD <= 1'b0;
          CC <= 1'b0;
          CB <= 1'b1;
          CA <= 1'b1;
        end
        5'd12: begin
          CG <= 1'b1;
          CF <= 1'b0;
          CE <= 1'b0;
          CD <= 1'b0;
          CC <= 1'b1;
          CB <= 1'b1;
          CA <= 1'b0;
        end
        5'd13: begin
          CG <= 1'b0;
          CF <= 1'b1;
          CE <= 1'b0;
          CD <= 1'b0;
          CC <= 1'b0;
          CB <= 1'b0;
          CA <= 1'b1;
        end
        5'd14: begin
          CG <= 1'b0;
          CF <= 1'b0;
          CE <= 1'b0;
          CD <= 1'b0;
          CC <= 1'b1;
          CB <= 1'b1;
          CA <= 1'b0;
        end
        5'd15: begin
          CG <= 1'b0;
          CF <= 1'b0;
          CE <= 1'b0;
          CD <= 1'b1;
          CC <= 1'b1;
          CB <= 1'b1;
          CA <= 1'b0;
        end
        5'd16: begin
          CG <= 1'b1;
          CF <= 1'b1;
          CE <= 1'b1;
          CD <= 1'b1;
          CC <= 1'b1;
          CB <= 1'b1;
          CA <= 1'b1;
        end
      endcase
  end
endmodule
==> design/flow/run.sh <==
#!/bin/bash
# OpenROAD 26Q1-2900-gdf79404cd8, Yosys 0.63+post, stock flow scripts
make -C /OpenROAD-flow-scripts/flow DESIGN_CONFIG=/design/flow/config.mk WORK_HOME=/design/flow/orfs finish
==> design/flow/config.mk <==
export PLATFORM = sky130hd
export DESIGN_NAME = display
export DESIGN_NICKNAME = display
export VERILOG_FILES = /design/flow/design.v
export SDC_FILE = /design/flow/constraint.sdc
export NUM_CORES = 4
export LEC_CHECK = 1
export CORE_UTILIZATION = 50
==> design/flow/constraint.sdc <==
current_design display

set clk_period 3.3
set clk_io_pct 0.2

create_clock -name clk0 -period $clk_period [get_ports {clk}]

set non_clock_inputs [all_inputs -no_clocks]
set_input_delay [expr $clk_period * $clk_io_pct] -clock clk0 $non_clock_inputs
set_output_delay [expr $clk_period * $clk_io_pct] -clock clk0 [all_outputs]
==> out/summary.txt <==
Worst IR drop on VDD: 0.451 mV
Number of pins with negative max-slew slack in the final report: 0
Maximum number of pins on one net before global-route repair: 28
Die width: 81.2 um
Wire per inst: 13.9 um
Reported leakage power: 1.60 nW
Cell at the root of the clock tree: clkbuf_8
Kind of end point of the critical path: flop
Setup repair after global routing missed its margin: false
Post-synthesis area per instance: 10.0 um2
Largest delay share family, worst path: simple AND/OR/NAND/NOR gates
Arrival time reported for the critical path endpoint: 2260 ps
Post-synth top flop: dfrtp_1
Beginning of the critical path: counter[0]$_DFF_PN0_
Worst reg-to-reg setup slack: 1230 ps
Tally of OpenROAD warnings: 29
Number of diodes: 0
Clk sink count: 61
Number of global-route vias before repair: 2,272
Hold-fix buffers at CTS: 0
Detailed route wirelength on metal2: 2.82 mm
Hold Slack: 306 ps
Setup Buffers After CTS: 0
Leading cell types by total area after synthesis: dfrtp_1 (36%), dfstp_2 (13%), mux2i_1 (3.2%), xnor2_1 (3.1%), a21oi_1 (2.9%)
Starting density of the core: 52.3%
Critical Path RT: 3490 ps
Top Metal Used: met4
Cell types with the highest counts after synthesis: dfrtp_1 (45), nand2_1 (24), nor2_1 (22)
Longest Clk Path Bufs: 2
Drt pass-1 iters: 6
Type of the worst setup path: flop to flop
Number of buffers created by CTS: 9
Total via count after detailed routing: 2,451
Highest clock rate: 483 MHz
Yosys synthesis warning count: 1
Overall power after layout: 1.92 mW
Met1 Routed Length: 3.06 mm
Synth unique cells: 50
Leading area contributor after synthesis: dfrtp_1
Number of remaining DRC errors: 0
Largest stage delay on the critical path: 560 ps
Sum of net half-perimeters after detailed placement: 4.42 mm
Input/output buffers: 49
Tcrit/Tclk final: 62.7%
Post-synthesis async set-or-reset flop share: 100%
Remaining number of nets flagged by the antenna check after routing: 0
Beginning of the worst register-to-register path: counter[0]$_DFF_PN0_
Register bit total from synthesis: 61
Die y size: 81.2 um
Kind of start point of the critical path: flop
Wire length reported by the detailed router: 6.30 mm
First-pass GRT wire length: 10.7 mm
Maximum clock skew at final layout: 7.38 ps
Number of H-tree levels: 3
Power per cell area: 488 nW/um2
Summed standard-cell area reported by yosys: 3130 um2
Cells resized by post-CTS repair: 0
Status: finished clean
All-layer global routing usage: 21.8%
# rows: 28
Minimum clock period: 2070 ps
Relative max-transition margin: 52.6%
Synth Seq Share: 49.3%
Post-synth tally of flip-flops with integrated enable: 0
Min-Delay Path Class: input pin to asynchronous set/reset pin
TritonCTS clock tree: yes
Register clock-pin slew on the reported worst setup and hold paths: 70 ps
Gate Count Post-Synth: 312
Die Footprint: 6590 um2
Number of failing setup endpoints in the final timing report: 0
Core area: 5990 um2
Sequence of cells on the critical path: ha_1 -> and4_1 -> nor4_1 -> nor4_2 -> buf_4 -> nor3_1
Total of max-cap violations: 0
Number of buffer and inverter stages on the critical path: 1
Area share of the largest cell type after synthesis: 35.9%
Library cell contributing the largest single delay on the critical path: nor4_2
Crit Path Max Fanout: 11
Relative area change from synthesis to final layout: 25.8%
Top-level I/O count: 51
Slew at the pin with the worst max-slew slack: 711 ps
Number of antenna violations at the first check in global routing: 0
Overflow left after global routing: 0
Most popular library cell in the synthesized design by count: dfrtp_1
Insertion Delay late pin: 330 ps
Fraction of layout cells with a size suffix above 1: 13.7%
GP Congestion: 0.832
Detailed Route Iter0 Violations: 149
Post-DR vias/cell: 5.40
Final hold violation count: 0
Met3 routed wirelength: 316 um
Cell area after technology mapping: 3130 um2
Number of cells in Yosys stat: 312
Final-layout setup total negative slack: 0 ps
## power breakdown
part | total [mW] | leakage (nW) | internal [mW] | switching (mW)
registers | 0.887 | 0.735 | 0.797 | 0.0904
logic | 0.308 | 0.756 | 0.159 | 0.149
clock network | 0.728 | 0.106 | 0.427 | 0.301
## metal layers
metal	vias to the layer above	global-route usage, %
li1	1241	-
met3	11	5.93
met4	0	3.57
met5	-	0
met1	1142	35.0
met2	57	31.3
## worst paths after layout
kind | depth (start not counted) | endpoint
worst min-delay path | 1 | number_display[3]$_DFFE_PN0P_
worst max register to register | 6 | counter[5]$_DFF_PN0_
worst max-delay path | 6 | counter[5]$_DFF_PN0_
min in group clk0 | 2 | AN[5]$_DFFE_PN1P_
worst min register to register | 2 | AN[5]$_DFFE_PN1P_
max in group asynchronous | 2 | one_ms$_DFF_PN0_
## state kept, by name, indices dropped and copies added, names as in the netlist
register / count
CA: 1
CB: 1
CC: 1
CG: 1
number_display: 5
CE: 1
counter: 32
CF: 1
counter_AN: 8
CD: 1
AN: 8
one_ms: 1
## layout by cell type (no fill, tap or decap), types with 6 or more instances in the layout
master / Yosys / layout
clkdlybuf4s50_1: 0 / 48
dfrtp_1: 45 / 45
nand2_1: 24 / 24
nor2_1: 22 / 22
a21oi_1: 18 / 18
dfstp_2: 16 / 16
o21ai_0: 16 / 16
conb_1: 2 / 16
nor3_1: 14 / 14
xnor2_1: 11 / 11
mux2i_1: 10 / 10
nor4_1: 9 / 9
clkbuf_8: 0 / 9
nand3_1: 7 / 7
nor3_2: 7 / 7
inv_1: 7 / 7
nand4_1: 6 / 6
xor2_1: 6 / 6
a31oi_1: 6 / 6
nor2b_1: 6 / 6
## cell families (layout without fill, tap and decap cells)
| group | count (synthesis) | count (layout) | synth area share (%) |
|---|---|---|---|
| AND/OR/NAND/NOR | 121 | 121 | 21.8 |
| AND-OR/OR-AND | 72 | 72 | 15.2 |
| flip-flops | 61 | 61 | 49.3 |
| buffers and inverters | 24 | 77 | 3.47 |
| XOR/XNOR | 17 | 17 | 4.75 |
| multiplexers | 10 | 10 | 3.19 |
| adder cells (fa/ha/maj) | 5 | 5 | 2.00 |
| other | 2 | 16 | 0.240 |
## per-stage QoR
step                std cells  utilization [%]  worst slack, ps  cell area [um2]
finish                    454             65.8             1230             3940
global route              454             65.8             1080             3940
CTS                       454             65.8             1230             3940
detailed placement        438             62.1             1270             3720
global placement          438             62.1             1300             3720
floorplan                 326                -             1580             3190
## area by class of cell
type                       instances  area [um2]
fill                             475        2050
sequential                        61        1550
multi-input combinational        241        1530
timing repair buffer              54         523
clock buffer                       9         124
clock inverter                     7        97.6
tap                               75        93.8
inverter                           7        26.3
No activity file was given, so power comes from the tool's default toggle rates.
